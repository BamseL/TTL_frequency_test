==> design.v <==
`timescale 1ns / 1ps
module BCD(
    input DP,
    output [7:0] A,
    input [3:0] S
    );
reg [7:0] BA;
always@(DP,S)
  begin
    if (DP==1'b1)
	    begin
		   case (S)       
			  4'b0000: BA=8'b00000011;
			  4'b0001: BA=8'b10011111;
			  4'b0010: BA=8'b00100101;
			  4'b0011: BA=8'b00001101;
			  4'b0100: BA=8'b10011001;
			  4'b0101: BA=8'b01001001;
			  4'b0110: BA=8'b01000001;
			  4'b0111: BA=8'b00011111;
			  4'b1000: BA=8'b00000001;
			  4'b1001: BA=8'b00001001;
			  4'b1010: BA=8'b11111101;
			  default BA=8'b00000011;
			endcase
		 end
	 else
	    begin
		   case (S)       
			  4'b0000: BA=8'b00000010;
			  4'b0001: BA=8'b10011110;
			  4'b0010: BA=8'b00100100;
			  4'b0011: BA=8'b00001100;
			  4'b0100: BA=8'b10011000;
			  4'b0101: BA=8'b01001000;
			  4'b0110: BA=8'b01000000;
			  4'b0111: BA=8'b00011110;
			  4'b1000: BA=8'b00000000;
			  4'b1001: BA=8'b00001000;
			  4'b1010: BA=8'b11111100;
			  default BA=8'b00000010;
			endcase
		 end
  end
assign A=BA;
endmodule
`timescale 1ns / 1ps
module BCD1(
    output [7:0] A,
    input [3:0] S
    );
reg [7:0] BA;
always@(S)
  begin
	 case (S)       
		4'b0000: BA=8'b00000011;
		4'b0001: BA=8'b10011111;
		4'b0010: BA=8'b00100101;
		4'b0011: BA=8'b00001101;
		4'b0100: BA=8'b10011001;
		4'b0101: BA=8'b01001001;
		4'b0110: BA=8'b01000001;
		4'b0111: BA=8'b00011111;
		4'b1000: BA=8'b00000001;
		4'b1001: BA=8'b00001001;
		4'b1010: BA=8'b11111101;
		default BA=8'b00000011;
	  endcase    
  end
assign A=BA;
endmodule
`timescale 1ns / 1ps
module seg(
    input clock_led,
    input [3:0] l_0,
    input [3:0] l_1,
    input [3:0] l_2,
    input [3:0] l_3,
    input DP_1,
    input DP_2,
    input DP_3,
    output [7:0] L,
    output [3:0] N
    );
reg [1:0] sreg=2'b00,
          snext=2'b01;
parameter [1:0] A1=2'b00,
                B1=2'b01,
					 C1=2'b10,
					 D1=2'b11;
reg [7:0] L0;
wire [7:0] A,B,C,D;
reg [4:0] N0;
always@(posedge clock_led)
  sreg<=snext;
always@(sreg)
  begin
    case (sreg)      
		A1: snext=B1;
		B1: snext=C1;
		C1: snext=D1;
		D1: snext=A1;
		default snext=A1;
	  endcase   
  end
BCD1 U10 (A,l_0);
BCD U11 (DP_1,B,l_1);
BCD U12 (DP_2,C,l_2);
BCD U13 (DP_3,D,l_3);
always@(sreg,A,B,C,D)
 begin
    case (sreg)      
		A1: L0<=A;
		B1: L0<=B;
		C1: L0<=C;
		D1: L0<=D;
		default L0<=A;
	 endcase 
 end
always@(sreg)
 begin
    case (sreg)      
		A1: N0<=4'b1110;
		B1: N0<=4'b1101;
		C1: N0<=4'b1011;
		D1: N0<=4'b0111;
		default N0<=4'b1110;
	 endcase 
 end
assign L=L0;
assign N=N0;
endmodule
==> run.sh <==
#!/bin/bash
# OpenROAD 26Q1-2900-gdf79404cd8, Yosys 0.63+post, stock flow scripts
make -C /OpenROAD-flow-scripts/flow DESIGN_CONFIG=/design/flow/config.mk WORK_HOME=/design/flow/orfs finish
==> config.mk <==
export PLATFORM = sky130hd
export DESIGN_NAME = seg
export DESIGN_NICKNAME = seg
export VERILOG_FILES = /design/flow/design.v
export SDC_FILE = /design/flow/constraint.sdc
export NUM_CORES = 4
export LEC_CHECK = 1
export CORE_AREA = 10 10 81 81
export DIE_AREA = 0 0 91 91
==> constraint.sdc <==
current_design seg

set clk_period 2.3
set clk_io_pct 0.2

create_clock -name clk0 -period $clk_period [get_ports {clock_led}]

set non_clock_inputs [all_inputs -no_clocks]
set_input_delay [expr $clk_period * $clk_io_pct] -clock clk0 $non_clock_inputs
set_output_delay [expr $clk_period * $clk_io_pct] -clock clk0 [all_outputs]
==> run notes <==
run results: top-count cell post-synth ha_1, antenna cells 0, f_max 0.445 GHz, Post-Syn Area per Cell 7.58 um2, Max Transition Viols Final 0, worst flop-to-flop path startpoint sreg[1], Startpoint Class input port, Setup CP Type input port to output pin, Die Area 0.00828 mm2, Final HPWL DP 2820 um, Top area cell types ha_1 35%, nand2b_1 5.5%, inv_1 4.7%, a21oi_1 4.4%, nor2b_1 3.9%, io pins 32, CTS Buffer Depth 2, Final ANT Viol Nets 0, Filler cells 465, Power Total 0.384 mW, worst-margin pin slew 0.294 ns, Die Wd 91 um, core area 0.00482 mm2, VDD IR-drop max 212 uV, Core Rows 25, Rel. slew slack 80.3%, Cell Type Count 35, Hold Path End sreg[1], critical-path maximum fanout 4, Top Registers sreg (2), Detailed Route Iter0 Violations 54, DR pass1 iterations 4, top cells by count 32 x ha_1, 14 x inv_1, 11 x nand2_1, Total Routed Length 3630 um, pwr dens 175 mW/mm2, worst r2r dst sreg[0], Seq cells post-synth 2, post-synthesis cell area 0.00113 mm2, number of global-route vias before repair 1,394, Area leader share 35.4%, layout cells sized above 1 53.6%, Worst setup EP type output pin, Reg with most FFs sreg, hold_buf cts 0, DRC Markers 0, Vias 1,339, outcome finished clean, total grt overflow 0, gr usage total 8.48%, total CTS buffers 3, Main synth FF type dfxtp_1, Final min period 2.24 ns, largest net degree at the start of global routing 10, Seq share, synth 3.54%, WL/cell 12.0 um, Clock Sinks 2, synthesized instance count 149, share of flip-flops with an asynchronous set or reset 0%, Post-synth EDFFs 0, MaxCap Viol Count 0, r2r worst-path depth 5, CTS root buf clkbuf_8, antenna violations before repair 0, area grow syn2layout 93.9%, Worst Path Arrival 1.78 ns, first-pass GRT wire length 6150 um, H-tree Lvls 1, Latency at later pin 0.21 ns, CP Data Required Time 1.84 ns, Final Hold Fails 0, hold_sp sreg[0], final setup skew 0.000862 ns, yosys cell count 149, Placer Congestion 0.854, Fin Setup TNS 0 ns, HP Class flop to flop, I/O Buffers 31, Tcrit/Tclk final 97.6%, Log Warnings 53, Reg2Reg Setup Slack 1.09 ns, CTS clk-pin slew, worst paths 0.03 ns, Final setup viols 0, leakage 1.03 nW, Die Span Y 91 um, tally of yosys warning messages 3, max reg flops 2, vias per inst 4.43, YS chip area 0.00113 mm2, Gate Area 0.00129 mm2, WHS Path Cells 2, CTS tree done, top cell type by total area after synthesis ha_1, FP Core Util 23.5%, register area 42.5 um2
cell families after synthesis:
family | synth area share (%)
buf+inv | 6.98
mux | 5.87
fa+ha+maj | 35.4
compound gates | 25.4
simple gates | 22.8
flops | 3.54
what timing repair did:
| action | CTS | global route |
|---|---|---|
| pin swaps | 13 | 9 |
| endpoints found under the setup margin | 8 | 8 |
| gates resized | 85 | 37 |
| endpoints found under the hold margin | 0 | 0 |
| setup buffers | 9 | 1 |
report_power, final:
part / switching [mW] / internal (mW) / leakage [nW]
clock: 0.0265 / 0.111 / 0.0216
sequential: 0 / 0.0350 / 0.0171
combinational: 0.0969 / 0.115 / 0.994
total: 0.123 / 0.260 / 1.03
layer usage:
layer	wire, um	share of wire, %	vias up	GRT usage (%)
li1	-	-	703	-
met1	1830	50	617	11.8
met2	1670	46	19	14.1
met3	127	3.5	0	1.16
met4	0	0	0	0.914
met5	0	0	-	0
placed cells by master (no fill, tap or decap), drive strengths merged, types with 3 or more instances in the layout:
master / n
buf: 60
ha: 32
inv: 16
clkbuf: 13
nand2: 11
nor2: 10
nand2b: 10
a21oi: 10
clkdlybuf4s50: 8
nor2b: 7
dlygate4sd2: 6
o21ai: 6
a31oi: 5
mux2i: 4
nand3b: 3
o211ai: 3
a211oi: 3
a22oi: 3
a32oi: 3
stage by stage:
stage          util [%]  area [um2]  worst slack, ns  cells  hold slack (ns)
4_1_cts            44.5        2140          -0.0316    301            0.596
3_5_place_dp       38.4        1850           -0.625    289            0.596
5_1_grt            45.5        2190        -0.000798    302            0.613
3_3_place_gp       38.4        1850           -0.631    289            0.596
6_report           45.5        2190           0.0553    302            0.576
2_1_floorplan         -        1130            0.507    149            0.558
area by class of cell:
| cell class | count | share of cell area [%] |
|---|---|---|
| inverter | 16 | 2.86 |
| clock buffer | 3 | 1.88 |
| tap | 67 | 3.83 |
| multi-input combinational | 127 | 58.8 |
| sequential | 2 | 1.94 |
| timing repair buffer | 87 | 30.7 |
worst max-delay path by stage:
stage	start	endpoint	slack, ns	cells after the start
final	l_1[0]	L[3]	0.06	7
after CTS	l_1[0]	L[6]	-0.03	8
after global routing	l_0[0]	L[7]	-0.0008	9
critical path, stage by stage:
cell and delay (ns):
dlygate4sd2_1 0.22, inv_2 0.08, ha_1 0.21, a211oi_2 0.27, a21oi_1 0.08, a41oi_2 0.22, dlygate4sd2_1 0.23
Power and IR drop assume default switching activity.
