`flow/design.v`:
```
`timescale 1ns / 1ps
module latch(
    input latch,
    output D1,
    output D2,
    output DP_1,
    output DP_2,
    output DP_3,
    input [3:0] led_0,
    input [3:0] led_1,
    input [3:0] led_2,
    input [3:0] led_3,
    input [3:0] led_4,
    input [3:0] led_5,
    output [3:0] latch_0,
    output [3:0] latch_1,
    output [3:0] latch_2,
    output [3:0] latch_3
    );
reg latch_D1,latch_D2,latch_DP_1,latch_DP_2,latch_DP_3;
reg [3:0] latch_latch_0,latch_latch_1,latch_latch_2,latch_latch_3;
always@(posedge latch)
  begin
  if (led_5==4'b0000)
     if (led_4==4'b0000)
	     if (led_3==4'b0000)
		     begin
			    latch_D1<=1;
			    latch_D2<=0;
			    latch_latch_0<=4'b0000;
			    latch_latch_1<=led_0;				  
			    latch_latch_2<=led_1;
		  	    latch_latch_3<=led_2;
				 latch_DP_1<=0;
             latch_DP_2<=1;
             latch_DP_3<=1; 
			  end
		  else
		     begin
			  	  latch_D1<=0;
				  latch_D2<=1;
				  latch_latch_0<=led_0;
				  latch_latch_1<=led_1;				  
				  latch_latch_2<=led_2;
				  latch_latch_3<=led_3;
              latch_DP_1<=1;
              latch_DP_2<=1;
              latch_DP_3<=0;
			  end
	  else
	     begin
		    	latch_D1<=0;
				latch_D2<=1;
				latch_latch_0<=led_1;
				latch_latch_1<=led_2;				  
				latch_latch_2<=led_3;
				latch_latch_3<=led_4;
            latch_DP_1<=1;
            latch_DP_2<=0;
            latch_DP_3<=1;
		  end
  else
     begin
	    	 latch_D1<=0;
			 latch_D2<=1;
			 latch_latch_0<=led_2;
			 latch_latch_1<=led_3;				  
			 latch_latch_2<=led_4;
			 latch_latch_3<=led_5;
          latch_DP_1<=0;
          latch_DP_2<=1;
          latch_DP_3<=1;
	  end		  
  end
assign D1=latch_D1;
assign D2=latch_D2;
assign DP_1=latch_DP_1;
assign DP_2=latch_DP_2;
assign DP_3=latch_DP_3;
assign latch_0=latch_latch_0;
assign latch_1=latch_latch_1;
assign latch_2=latch_latch_2;
assign latch_3=latch_latch_3;
endmodule
```
`flow/run.sh`:
```
#!/bin/bash
# OpenROAD 26Q1-2900-gdf79404cd8, Yosys 0.63+post, stock flow scripts
make -C /OpenROAD-flow-scripts/flow DESIGN_CONFIG=/design/flow/config.mk WORK_HOME=/design/flow/orfs finish
```
`flow/config.mk`:
```
export PLATFORM = sky130hd
export DESIGN_NAME = latch
export DESIGN_NICKNAME = latch
export VERILOG_FILES = /design/flow/design.v
export SDC_FILE = /design/flow/constraint.sdc
export NUM_CORES = 4
export LEC_CHECK = 1
export CORE_AREA = 10 10 90 90
export DIE_AREA = 0 0 100 100
```
`flow/constraint.sdc`:
```
current_design latch

set clk_period 4.6
set clk_io_pct 0.2

create_clock -name clk0 -period $clk_period [get_ports {latch}]

set non_clock_inputs [all_inputs -no_clocks]
set_input_delay [expr $clk_period * $clk_io_pct] -clock clk0 $non_clock_inputs
set_output_delay [expr $clk_period * $clk_io_pct] -clock clk0 [all_outputs]
```
==> CHANGELOG.md <==
### Implementation results

- Max VDD drop: 88.3 uV
- Final period util: 0.549
- Post-Syn Area per Cell: 9.69 sq um
- PwrDens: 254 nW/um^2
- Post-route DRC: 0
- Yosys chip area: 960 sq um
- Slew Limit Fails: 0
- Drt first-iter violations: 74
- Post-Route WL: 3.34 mm
- Number of antenna diodes: 0
- RSZ-0062 raised after global routing: false
- Pre-CTS setup slack: 1.81 ns
- CTS Buffer Depth: 2
- Tmin final: 2.53 ns
- GP Congestion: 0.818
- Area growth syn-to-layout: 59.1%
- Status: finished clean
- Ys flop type: dfxtp_1
- TritonCTS clock tree: yes
- Slowest cell on the critical path: or4_1
- Hpwl dp: 2.63 mm
- CP required: 4.75 ns
- Most common logic cell in the routed design: clkdlybuf4s50_1
- Top cells excl fill/tap: clkdlybuf4s50_1, dfxtp_1, nand2_1
- Metal3 WL: 392 um
- Via count: 886
- Least-Margin Pin Slew: 0.539 ns
- Synth Seq Share: 0.438
- Hold crit path type: in2reg
- Final worst slack: 2.07 ns
- Avg WL per Cell: 15.2 um
- Core area: 6280 sq um
- Die X: 100 um
- TritonCTS Buffers: 3
- Hold slack: 1.31 ns
- Antenna violations before repair: 0
- Highest Signal Layer: met4
- H-tree depth: 1
- Post-synthesis instance total: 99
- Pre-Repair DR Iteration Count: 4
- Pin count of the biggest net entering global routing: 15
- Relative slew slack: 0.641
- Vias in the first global route: 1009
- I/O pins: 46
- Share of layout cells above drive strength 1: 0.140
- EDFF count, synth: 0
- Max stage delay on crit path: 0.81 ns
- Ys cells: 99
- Gr usage total: 0.0668
- Crit path kind: in2reg
- Startpoint types: input port
- Global-route wire length before repair: 5.33 mm
- Max Cap Viol: 0
- Worst path arrival time: 2.68 ns
- Clock tree sinks: 21
- CTS resizes: 0
- Buffers and inverters on the worst path: 1
- Worst-path maximum fanout: 14
- Yosys warns: 1
- CP cell instances: clkdlybuf4s50_1 -> or4_1 -> a21o_2 -> o22a_2
- Max Freq: 396 MHz
- Async S/R FF share, synth: 0
- Mapped Area: 960 sq um
- Clock root cell: clkbuf_8
- Tool warnings: 25
- Length of routed wiring on met1: 1.50 mm
- Met2 Routed Length: 1.43 mm
- Init Core Util: 0.153
- Die ar.: 10000 sq um
- Die Height: 100 um
- Yosys top cell area share: 0.438
- Final Hold Fails: 0
- Static leakage: 0.000538 uW
- Post-CTS Setup Repair Bufs: 0
- PortBufs: 45
- Yosys cell types: 23
- Final setup fails: 0
- Final ANT Viol Nets: 0
- Fin Setup TNS: 0 ns
- Clock-pin slew on the worst setup and hold paths: 0.08 ns
- Top delay family on crit path: simple AND/OR/NAND/NOR gates
- Post-CTS Hold Buffers: 0
- Vias per Instance: 4.03
- # rows: 29
- Gr ovfl total: 0
- Fillcell total: 665
- Largest cells by area after synthesis: dfxtp_1, mux2i_1, nor3b_2, nand2_1, o22a_2
- Crit. End Element: flop
- Post-synth top area cell: dfxtp_1
- Synth flops: 21
## area by class of cell
cell class	instances	area, sq um	share of cell area
Clock buffer	4	45.0	0.0295
Timing Repair Buffer	47	465	0.305
Multi-Input combinational cell	67	484	0.317
Sequential cell	21	420	0.275
Inverter	4	15.0	0.00984
Tap cell	77	96.3	0.0631
## kinds of logic (layout without fill, tap and decap cells)
kind of cell / Yosys count / in the layout / share of synthesized area
flops: 21 / 21 / 0.438
compound gates: 29 / 29 / 0.224
buf+inv: 11 / 55 / 0.0574
simple gates: 30 / 30 / 0.197
mux: 8 / 8 / 0.0834
## stage by stage
stage	power (uW)	util	std cells	area [sq um]
2_1_floorplan	218	-	99	960
3_3_place_gp	274	0.236	216	1480
3_5_place_dp	273	0.236	216	1480
4_1_cts	397	0.243	220	1530
5_1_grt	413	0.243	220	1530
6_report	388	0.243	220	1530
## sequential cells by signal, indices dropped and copies added, names as in the netlist
signal         cells
latch_latch_0      4
latch_latch_1      4
latch_latch_2      4
latch_latch_3      4
latch_D1           1
latch_D2           1
latch_DP_1         1
latch_DP_2         1
latch_DP_3         1
## path summary, 6_finish.rpt
kind,end,startpoint,cells after the start
worst min-delay path,latch_latch_3[3],led_5[3],3
worst max-delay path,latch_latch_0[1],led_4[1],4
## cell usage after synthesis, types with 2 or more instances
master and instances:
a21oi_1 5, nand3_1 4, buf_2 2, a21o_2 4, a31oi_1 4, clkbuf_1 3
o21ai_0 4, nand2_1 13, nor3b_2 4, mux2i_1 8, o211ai_1 3, o22a_2 4
inv_1 4, nor2_1 4, o221ai_1 4, dfxtp_1 21, or4_1 2
## worst min-delay path, delay by kind of cell
family | cells | cell delay (ns)
AND-OR/OR-AND | 2 | 0.11
buffers and inverters | 1 | 0.51
## metal layers
layer	up-vias	track usage
met5	-	0
met4	0	0.00652
met3	2	0.0285
met2	39	0.103
met1	393	0.0886
li1	452	-
## power breakdown
part           total (uW)  switching, uW  leakage [uW]  internal (uW)
sequential            195           2.83      0.000176            192
combinational        73.9           27.7      0.000340           46.2
clock                 120           57.9     0.0000228           61.6
No activity file was given, so power comes from the tool's default toggle rates.
