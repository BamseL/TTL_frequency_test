`flow/config.mk`:
```
export PLATFORM = sky130hd
export DESIGN_NAME = counter_all
export DESIGN_NICKNAME = counter_all
export VERILOG_FILES = /design/flow/design.v
export SDC_FILE = /design/flow/constraint.sdc
export NUM_CORES = 4
export LEC_CHECK = 1
export CORE_AREA = 10 10 99 99
export DIE_AREA = 0 0 109 109
```
`flow/design.v`:
```
`timescale 1ns / 1ps
module counter_all(
    input clock_text,
    input clear,
    input enable,
    output [3:0] led_1,
    output [3:0] led_2,
    output [3:0] led_3,
    output [3:0] led_4,
    output [3:0] led_5,
    output [3:0] led_0
    );
wire c_out_0,c_out_1,c_out_2,c_out_3,c_out_4,c_out_5,c_out_6;
counter_one U3 (clock_text,clear,enable,c_out_0,led_0);
counter_one U4 (clock_text,clear,c_out_0,c_out_1,led_1);
counter_one U5 (clock_text,clear,c_out_1,c_out_2,led_2);
counter_one U6 (clock_text,clear,c_out_2,c_out_3,led_3);
counter_one U7 (clock_text,clear,c_out_3,c_out_4,led_4);
counter_one U8 (clock_text,clear,c_out_4,c_out_5,led_5);
endmodule
`timescale 1ns / 1ps
module counter_one(
    input clock_con_one,
    input clear,
    input c_in,
    output c_out,
    output [3:0] s
    );
reg [3:0] counter=4'd0000;
always@(posedge clock_con_one)
  begin
  if (clear)
     begin
       counter<=4'b0000;
	  end
  else  
    begin
	   if (c_in)
		   if (counter<4'b1001)
			   begin
			     counter<=counter+1;
				end
			else
			   begin
			     counter<=4'b0000;
				end
	 end
  end
assign s=counter;
assign c_out=(counter==4'b1001)&&c_in; 
endmodule
```
`flow/run.sh`:
```
#!/bin/bash
# OpenROAD 26Q1-2900-gdf79404cd8, Yosys 0.63+post, stock flow scripts
make -C /OpenROAD-flow-scripts/flow DESIGN_CONFIG=/design/flow/config.mk WORK_HOME=/design/flow/orfs finish
```
`flow/constraint.sdc`:
```
current_design counter_all

set clk_period 2.5
set clk_io_pct 0.2

create_clock -name clk0 -period $clk_period [get_ports {clock_text}]

set non_clock_inputs [all_inputs -no_clocks]
set_input_delay [expr $clk_period * $clk_io_pct] -clock clk0 $non_clock_inputs
set_output_delay [expr $clk_period * $clk_io_pct] -clock clk0 [all_outputs]
```
==> out/qor.json <==
{
  "drt_iter0_markers": {"value": 67},
  "start_kind": {"value": "primary input"},
  "ys_warn_count": {"value": 1},
  "ioPinCount": {"value": 27},
  "crit_start": {"value": "enable"},
  "placement.io_buffers": {"value": 26},
  "groute.layer.met2.usage": {"value": 7.88, "unit": "%"},
  "area_growth_syn_to_layout": {"value": 32.1, "unit": "%"},
  "minimum_clock_period_after_layout": {"value": 1.96, "unit": "ns"},
  "synth.top_cells.by_area": {"value": "dfxtp_1 (34%), ha_1 (15%), a21oi_1 (4.3%), nor2_1 (4.0%), inv_1 (3.7%)"},
  "crit_type": {"value": "in2reg"},
  "postRouteAntennaNets": {"value": 0},
  "unrepaired_setup_endpoints_after_global_routing": {"value": "false"},
  "total_setup_violations_reported_at_the_end_of_the_flow": {"value": 0},
  "grt_antenna_before_repair": {"value": 0},
  "tool_warnings": {"value": 36},
  "synth-seq-cells": {"value": 24},
  "timing.hold.worst.class": {"value": "reg2reg"},
  "synth_area_per_cell": {"value": 8.90, "unit": "um2"},
  "reg2reg_setup_slack": {"value": 0.56, "unit": "ns"},
  "cts_num_sinks": {"value": 24},
  "layout.cell_area.non_filler": {"value": 1860, "unit": "um2"},
  "clockRootBuffer": {"value": "clkbuf_8"},
  "timing.clock.skew": {"value": 0.00862, "unit": "ns"},
  "hp-start": {"value": "U8.counter[3]$_SDFFE_PP0P_"},
  "vias_per_cell": {"value": 4.13},
  "n_antenna_cell": {"value": 0},
  "p_per_area": {"value": 415, "unit": "nW/um2"},
  "std_cell_rows": {"value": 32},
  "finish.utilization": {"value": 24.0, "unit": "%"},
  "critical_path.cell_chain": {"value": "clkdlybuf4s50_1 > and4b_1 > nand4_1 > buf_4 > or3_1 > a21oi_1"},
  "synth.cell_area": {"value": 1410, "unit": "um2"},
  "global_route.usage.total": {"value": 5.24, "unit": "%"},
  "end_kind": {"value": "register"},
  "die.size.y": {"value": 109, "unit": "um"},
  "clock_tree_from_tritoncts": {"value": "built"},
  "synth.yosys.chip_area": {"value": 1410, "unit": "um2"},
  "worst_path_max_delay_cell": {"value": "clkdlybuf4s50_1"},
  "wire_length_of_the_first_global_routing_pass": {"value": 5200, "unit": "um"},
  "grt_busiest_layer": {"value": "met2"},
  "die_area": {"value": 11900, "unit": "um2"},
  "detail_route.first_pass.iterations": {"value": 4},
  "htree_num_levels": {"value": 1},
  "synth.most_common_cell": {"value": "dfxtp_1"},
  "drt_drc_violations_left": {"value": 0},
  "use_met3": {"value": 2.27, "unit": "%"},
  "synth_async_sr_flop_share": {"value": 0, "unit": "%"},
  "layout-drive-gt1-share": {"value": 7.49, "unit": "%"},
  "routed_wirelength": {"value": 3160, "unit": "um"},
  "ctsResizeCount": {"value": 0},
  "dominantRegCellSynth": {"value": "dfxtp_1"},
  "max_cap_violations": {"value": 0},
  "fmaxAchievable": {"value": 511, "unit": "MHz"},
  "slew_headroom": {"value": 66.4, "unit": "%"},
  "post_synth_num_cell_types": {"value": 39},
  "max_stage_delay": {"value": 0.47, "unit": "ns"},
  "status": {"value": "finished clean"},
  "numCtsBuffers": {"value": 3},
  "dieWidth": {"value": 109, "unit": "um"},
  "timing_max_transition_violations_final": {"value": 0},
  "clock.latency.late_pin": {"value": 0.27, "unit": "ns"},
  "post-synth-top-area-fraction": {"value": 34.2, "unit": "%"},
  "total_neg_setup_slack": {"value": 0, "unit": "ns"},
  "cts_post_setup_buffers_inserted": {"value": 0},
  "grtUsageMet1": {"value": 7.22, "unit": "%"},
  "synth.yosys.num_cells": {"value": 158},
  "cts-hold-fix-buffers": {"value": 0},
  "timing.final.crit_share": {"value": 78.3, "unit": "%"},
  "hpwlAfterDp": {"value": 2320, "unit": "um"},
  "max-clock-path-buffers": {"value": 2},
  "post_synth_edffs": {"value": 0},
  "power.leakage": {"value": 0.000702, "unit": "uW"},
  "fp.coreArea": {"value": 7730, "unit": "um2"},
  "hold_viol_final": {"value": 0},
  "synthTopCellsByCount": {"value": "dfxtp_1 (24), ha_1 (17), nor2_1 (15)"},
  "max_slew.worst_pin.slew": {"value": 0.502, "unit": "ns"},
  "maximum_number_of_pins_on_one_net_before_global_route_repair": {"value": 16},
  "first_global_vias": {"value": 1104},
  "worstPathRequired": {"value": 2.70, "unit": "ns"},
  "syn-instance-count": {"value": 158},
  "drt-wirelength-per-cell": {"value": 10.9, "unit": "um"},
  "cp_max_fo": {"value": 15},
  "placedInstanceArea": {"value": 1790, "unit": "um2"},
  "critPathArrivalTime": {"value": 2.16, "unit": "ns"},
  "floorplan.core_util": {"value": 18.2, "unit": "%"},
  "grt_remaining_overflow": {"value": 0},
  "synthDominantAreaCellType": {"value": "dfxtp_1"},
  "proportion_of_synthesized_chip_area_in_sequential_cells": {"value": 34.2, "unit": "%"},
  "vias": {"value": 1195},
  "reg2reg_from": {"value": "U4.counter[0]$_SDFFE_PP0P_"},
  "gp_routability_congestion": {"value": 0.832},
  "ir_worst_vdd": {"value": 0.000223, "unit": "V"},
  "cts.clk_slew.worst_paths": {"value": 0.09, "unit": "ns"}
}
## final cells by class
type | instances | area [um2]
Inverter | 14 | 52.6
Sequential cell | 24 | 480
Timing Repair Buffer | 30 | 290
Clock inverter | 1 | 30.0
Clock buffer | 3 | 41.3
Fill cell | 831 | 5870
Multi-Input combinational cell | 115 | 836
Tap cell | 102 | 128
## registers in the layout, summed over array words and instances (netlist names)
name,count
U3.counter,4
U4.counter,4
U5.counter,4
U6.counter,4
U7.counter,4
U8.counter,4
## power by group
part	internal [uW]	total [uW]	switching (uW)
registers	385	391	5.33
clock network	214	346	132
logic	18.3	33.7	15.4
total	618	771	153
## final timing paths
kind,to,cells after the start
worst min-delay path,U8.counter[3]$_SDFFE_PP0P_,2
worst max register to register,U8.counter[3]$_SDFFE_PP0P_,6
worst min register to register,U8.counter[3]$_SDFFE_PP0P_,2
worst max-delay path,U8.counter[3]$_SDFFE_PP0P_,6
## logic make-up (layout without fill, tap and decap cells)
kind of cell               after synthesis  count (layout)  share of synthesized area (%)
AOI/OAI and AO/OA                       34              34                           15.0
xor gates and xnor gates                 4               4                           2.49
adders and majority gates               17              17                           15.1
buffers and inverters                   19              48                           6.41
DFF                                     24              24                           34.2
muxes                                    3               3                           2.22
and+or+nand+nor                         57              57                           24.6
## cells in the final DEF, fill, tap and decap left out, types with 7 or more instances in the layout
master	instances
inv_1	14
a21oi_1	12
nand2_1	9
dfxtp_1	24
clkdlybuf4s50_1	26
nand2b_1	7
ha_1	17
o21ai_0	10
nor2_1	15
## per-layer routing
layer	wire length, um	up-vias	part of all wire [%]
met4	0	0	0
met5	0	-	0
met2	1310	24	41
met1	1580	556	50
li1	-	615	-
met3	269	0	8.5
## metrics by stage
step / worst slack (ns) / std cells / hold slack (ns) / power [uW]
floorplan: 0.811 / 158 / 0.456 / 417
global placement: 0.244 / 285 / 0.511 / 434
detailed placement: 0.260 / 285 / 0.515 / 434
CTS: 0.545 / 289 / 0.528 / 787
global route: 0.396 / 289 / 0.577 / 806
finish: 0.543 / 289 / 0.521 / 771
## critical path: cells and delay by family
family | cells | cell delay [ns]
compound gates | 1 | 0.14
buf+inv | 2 | 0.68
simple gates | 3 | 0.84
Power figures rest on the tool's default switching activity, not on a simulated workload.
